**constraint.sdc**
```tcl
current_design MUX2_1

set clk_period 1.0
set clk_io_pct 0.2

create_clock -name clk0 -period $clk_period

set non_clock_inputs [all_inputs -no_clocks]
set_input_delay [expr $clk_period * $clk_io_pct] -clock clk0 $non_clock_inputs
set_output_delay [expr $clk_period * $clk_io_pct] -clock clk0 [all_outputs]
```
**run.sh**
```bash
#!/bin/bash
# OpenROAD 26Q1-2900-gdf79404cd8, Yosys 0.63+post, stock flow scripts
make -C /OpenROAD-flow-scripts/flow DESIGN_CONFIG=/design/flow/config.mk WORK_HOME=/design/flow/orfs finish
```
**design.v**
```verilog
`timescale 1ns / 1ps
module MUX2_1(
    input [31:0] in_0,
    input [31:0] in_1,
    output [31:0] out,
    input signal
    );
	assign out = (signal == 1'b0) ? in_0 : in_1;
endmodule
```
**config.mk**
```make
export PLATFORM = sky130hd
export DESIGN_NAME = MUX2_1
export DESIGN_NICKNAME = MUX2_1
export VERILOG_FILES = /design/flow/design.v
export SDC_FILE = /design/flow/constraint.sdc
export NUM_CORES = 4
export LEC_CHECK = 1
export CORE_AREA = 10 10 71 71
export DIE_AREA = 0 0 81 81
```
==> CHANGELOG.md <==
### Physical design

* Status: finished, violations left
* Failing checks: setup timing
* Minimum clock period at 1.18 ns
* Sequential share of power at 0
* Avg Vias per Cell at 3.82
* Post-Route WL at around 2900 um
* Largest net degree at the start of global routing at 11
* Iteration tally of the first detailed-router pass at 2
* Clk pwr share at 0
* Final Hold Vio Count at 0
* Initial antenna violation count at 0
* Max-slew violation count at 0
* Switching fraction of total power at 0.220
* Initial Utilization at 0.150
* Filler cell count in the final layout at 357
* Vias in the first global route at 764
* Remaining Overflow, GRT at 0
* Measured slew at the worst slew-check pin at 0.0870 ns
* Chip area at about 6600 sq um
* Synth-to-layout area growth at 192%
* Startpoint Class: primary input
* Rows at 22
* Port buffer count at 97
* Crit path DRT at 0.80 ns
* Synth Warn # at 0
* Worst Path Arrival at 0.98 ns
* GRT busiest layer: met2
* Maximum capacitance violations at 0
* Most frequent CP cell: buf_12
* Dominant logic cell types in the final layout: dlygate4sd2_1, mux2_4, buf_6
* CP Capture Type: primary output
* Syn Std Cell Area at roughly 540 sq um
* Max-slew headroom at 0.942
* FF+latch count at 0
* Power density cells at 392 nW/um^2
* # Cells Yosys at 36
* # DRC at 0
* Unrepaired setup endpoints after global routing: yes
* Crit Path Category: in -> out
* Hold Crit Class: in -> out
* Net switching power at 0.137 mW
* Total tool warning count at 34
* Die Span X at 81 um
* M1 GR Usage at 0.0903
* Setup violators final at 32
* DRT iter0 DRCs at 3
* Crit-path slowest cell: mux2_4
* Met2 GRT Util at 0.143
* Core Region at 3630 sq um
* Post-route ant nets at 0
* Post-DP HPWL at 2500 um
* # IOs at 97
* Syn Area/Cell at 15.1 sq um
* Post-Syn Instances at 36
* Synth Seq Share at 0
* CP peak stage delay at 0.29 ns
* Crit share post-route at 1.18
* Fmax achieved at between 0.8 and 0.9 GHz
* Post-place setup slack at -0.512 ns
* Combinational Power Share at 1.000
* Clkbuf count at 0
* Yosys Chip Area at 544 sq um
* Final GP Congestion at 0.832
* Register area at 0 sq um
* Int Pwr at 0.487 mW
* Setup ws final at -0.179 ns
* DR vias at 715
* Layout cell share with drive strength beyond 1 at 0.540
* Worst-path maximum fanout at 6
* First-pass GRT wire length at 4140 um
* Die y size at 81 um
* Gr usage total at 0.0779
* Leak pwr at 0.872 nW
* Total power at 0.624 mW
* Antenna cells at 0
* Sequence of cells on the critical path: buf_12 -> buf_12 -> buf_12 -> mux2_4 -> buf_6
* GRT met3 Usage at 0.0278
* Top cell excl fill/tap: dlygate4sd2_1
* Worst VDD drop at 0.169 mV
* Distinct cells, synth at 4
* Wire per inst at 15.4 um
==> worst paths after layout <==
| check | slack [ns] | start | end | cells after the start |
|---|---|---|---|---|
| setup / recovery | -0.18 | signal | out[4] | 5 |
| hold / removal | 0.69 | in_1[29] | out[29] | 3 |
==> routing by layer <==
layer  vias to the layer above  routed length [um]
li1                        345                   -
met1                       320                1080
met2                        50                1450
met3                         0                 350
met4                         0                   0
met5                         -                   0
==> repair_timing <==
item	4_1_cts	5_1_grt
hold buffers	0	0
cloned	2	0
buffers inserted	5	1
endpoints found under the setup margin	32	32
resized	171	10
==> kinds of logic (layout without fill, tap and decap cells) <==
logic type | after synthesis | in the layout | share of synthesized area
mux | 32 | 32 | 0.869
buf+inv | 4 | 107 | 0.131
==> power groups by stage <==
stage	Clock, mW	Combinational (mW)	Sequential [mW]
after global routing	0	0.666	0
final	0	0.624	0
after CTS	0	0.614	0
==> cell usage after synthesis <==
cell type,n,area share
mux2_4,30,0.83
buf_12,3,0.11
mux2_2,2,0.041
buf_6,1,0.021
==> metrics by stage <==
| step | instances | util | hold WS (ns) | instance area [sq um] | TNS [ns] |
|---|---|---|---|---|---|
| 2_1_floorplan | 36 | - | 0.498 | 544 | 0 |
| 3_3_place_gp | 179 | 0.424 | 1.17 | 1540 | -15.61 |
| 3_5_place_dp | 179 | 0.424 | 1.19 | 1540 | -15.81 |
| 4_1_cts | 186 | 0.423 | 0.751 | 1540 | -3.62 |
| 5_1_grt | 187 | 0.438 | 0.717 | 1590 | -3.86 |
| 6_report | 187 | 0.438 | 0.691 | 1590 | -3.30 |
==> worst max-delay path, delay by kind of cell <==
kind | cells | cell delay, ns
multiplexers | 1 | 0.29
buffers and inverters | 4 | 0.48
==> area by class of cell <==
class | instances | area, sq um | area share
timing repair buffer | 107 | 1050 | 0.662
tap | 48 | 60.1 | 0.0378
multi-input combinational | 32 | 477 | 0.300
Power and IR drop assume default switching activity.
